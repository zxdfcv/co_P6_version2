`design/flow/config.mk`:
```
export PLATFORM = sky130hd
export DESIGN_NAME = mux16_4bit
export DESIGN_NICKNAME = mux16_4bit
export VERILOG_FILES = /design/flow/design.v
export SDC_FILE = /design/flow/constraint.sdc
export NUM_CORES = 4
export LEC_CHECK = 1
export CORE_AREA = 10 10 70 70
export DIE_AREA = 0 0 80 80
export SYNTH_HDL_FRONTEND = slang
```
`design/flow/design.v`:
```
`timescale 1ns / 1ps
module mux2(
	input [31:0] x0,
	input [31:0] x1,
	input sel,
	output [31:0] result
    ); 
	assign result = (sel == 1'b0) ? x0 : 
						(sel == 1'b1) ? x1 :
						32'h0000_0000;  
endmodule
module mux3(
	input [31:0] x0,
	input [31:0] x1,
	input [31:0] x2,
	input [1:0] sel,
	output [31:0] result
    );
	assign result = (sel == 2'b00) ? x0 : 
						(sel == 2'b01) ? x1 :
						(sel == 2'b10) ? x2 :
						32'h0000_0000;  
endmodule
module mux3_5bit(
	input [4:0] x0,
	input [4:0] x1,
	input [4:0] x2,
	input [1:0] sel,
	output [4:0] result
    );
	assign result = (sel == 2'b00) ? x0 : 
						(sel == 2'b01) ? x1 :
						(sel == 2'b10) ? x2 :
						5'b00000;  
endmodule 
module mux4(
	input [31:0] x0,
	input [31:0] x1,
	input [31:0] x2,
	input [31:0] x3,
	input [1:0] sel,
	output [31:0] result
    );
	assign result = (sel == 2'b00) ? x0 : 
						(sel == 2'b01) ? x1 :
						(sel == 2'b10) ? x2 :
						(sel == 2'b11) ? x3 :
						32'h0000_0000;  
endmodule
module mux8(
	input [31:0] x0,
	input [31:0] x1,
	input [31:0] x2,
	input [31:0] x3,
	input [31:0] x4,
	input [31:0] x5,
	input [31:0] x6,
	input [31:0] x7,
	input [2:0] sel,
	output [31:0] result
    );
	assign result = (sel == 3'b000) ? x0 : 
						(sel == 3'b001) ? x1 :
						(sel == 3'b010) ? x2 :
						(sel == 3'b011) ? x3 :
						(sel == 3'b100) ? x4 :
						(sel == 3'b101) ? x5 :
						(sel == 3'b110) ? x6 :
						(sel == 3'b111) ? x7 :
						32'h0000_0000;  
endmodule
module mux16(
	input [31:0] x0,
	input [31:0] x1,
	input [31:0] x2,
	input [31:0] x3,
	input [31:0] x4,
	input [31:0] x5,
	input [31:0] x6,
	input [31:0] x7,
	input [31:0] x8,
	input [31:0] x9,
	input [31:0] x10,
	input [31:0] x11,
	input [31:0] x12,
	input [31:0] x13,
	input [31:0] x14,
	input [31:0] x15,
	input [3:0] sel,
	output [31:0] result
    );
	assign result = (sel == 4'b0000) ? x0 : 
						(sel == 4'b0001) ? x1 :
						(sel == 4'b0010) ? x2 :
						(sel == 4'b0011) ? x3 :
						(sel == 4'b0100) ? x4 :
						(sel == 4'b0101) ? x5 :
						(sel == 4'b0110) ? x6 :
						(sel == 4'b0111) ? x7 :
						(sel == 4'b1000) ? x8 :
						(sel == 4'b1001) ? x9 :
						(sel == 4'b1010) ? x10 :
						(sel == 4'b1011) ? x11 :
						(sel == 4'b1100) ? x12 :
						(sel == 4'b1101) ? x13 :
						(sel == 4'b1110) ? x14 :
						(sel == 4'b1111) ? x15 :
						32'h0000_0000;  
endmodule
module mux16_4bit(
	input [3:0] x0,
	input [3:0] x1,
	input [3:0] x2,
	input [3:0] x3,
	input [3:0] x4,
	input [3:0] x5,
	input [3:0] x6,
	input [3:0] x7,
	input [3:0] x8,
	input [3:0] x9,
	input [3:0] x10,
	input [3:0] x11,
	input [3:0] x12,
	input [3:0] x13,
	input [3:0] x14,
	input [3:0] x15,
	input [3:0] sel,
	output [3:0] result
    );
	assign result = (sel == 4'b0000) ? x0 : 
						(sel == 4'b0001) ? x1 :
						(sel == 4'b0010) ? x2 :
						(sel == 4'b0011) ? x3 :
						(sel == 4'b0100) ? x4 :
						(sel == 4'b0101) ? x5 :
						(sel == 4'b0110) ? x6 :
						(sel == 4'b0111) ? x7 :
						(sel == 4'b1000) ? x8 :
						(sel == 4'b1001) ? x9 :
						(sel == 4'b1010) ? x10 :
						(sel == 4'b1011) ? x11 :
						(sel == 4'b1100) ? x12 :
						(sel == 4'b1101) ? x13 :
						(sel == 4'b1110) ? x14 :
						(sel == 4'b1111) ? x15 :
						4'd0;  
endmodule
```
`design/flow/constraint.sdc`:
```
current_design mux16_4bit

set clk_period 3.0
set clk_io_pct 0.2

create_clock -name clk0 -period $clk_period

set non_clock_inputs [all_inputs -no_clocks]
set_input_delay [expr $clk_period * $clk_io_pct] -clock clk0 $non_clock_inputs
set_output_delay [expr $clk_period * $clk_io_pct] -clock clk0 [all_outputs]
```
`design/flow/run.sh`:
```
#!/bin/bash
# OpenROAD 26Q1-2900-gdf79404cd8, Yosys 0.63+post, stock flow scripts
make -C /OpenROAD-flow-scripts/flow DESIGN_CONFIG=/design/flow/config.mk WORK_HOME=/design/flow/orfs finish
```
==> deck_impl_summary.md <==
Implementation Results

GRT
  – Met1 track demand over resource in global routing: 0.143
  – Met2 usage in global routing: 0.160
  – Met3 Track Usage GR: 0.0364
  – GRT Max-Usage Layer: met2
  – Via count of the first global-routing pass: 1184
  – Largest net degree at the start of global routing: 11
  – Remaining global-route overflow: 0
  – Overall global routing resource usage: 0.103
  – Antenna violations before repair: 0
  – Global-route wire length before repair: 5540 um

Synthesis
  – Synthesis area per yosys: 756 um2
  – Main area contributors after synthesis: sky130_fd_sc_hd__mux2i_1 (12%), sky130_fd_sc_hd__mux4_2 (8.9%), sky130_fd_sc_hd__mux4_1 (7.0%)
  – Unique cell type count in the Yosys netlist: 41
  – Count of mapped cells out of synthesis: 94
  – Number of synthesis warnings: 0
  – Most frequent cells after synthesis: sky130_fd_sc_hd__mux2i_1 (9), sky130_fd_sc_hd__o21ai_0 (6), sky130_fd_sc_hd__a211oi_1 (5), sky130_fd_sc_hd__nand2_1 (5)
  – Most frequent cell after synthesis: sky130_fd_sc_hd__mux2i_1
  – Average cell area after synthesis: 8.04 um2
  – Cell type contributing the most total cell area after synthesis: sky130_fd_sc_hd__mux2i_1
  – Number of cells in Yosys stat: 94
  – Netlist area before placement: 756 um2
  – Proportion of synthesized chip area in sequential cells: 0
  – Fraction of post-synthesis cell area in the top cell type by area: 0.119

Route
  – Ant diodes: 0
  – First-pass iteration count of the detailed router: 4
  – DRC viols: 0
  – Routed wire length: 3410 um
  – Via count: 1090
  – First-iteration detailed-routing DRC count: 46
  – Routed Antenna Nets: 0
  – Wire per inst: 14.8 um
  – Avg Vias per Cell: 4.74

Setup path
  – Crit-path leading delay family: buffers and inverters
  – Crit Path Class: in2out
  – Slowest cell on the critical path: sky130_fd_sc_hd__mux4_2
  – Cell occurring most often along the worst timing path: sky130_fd_sc_hd__clkdlybuf4s50_1
  – Largest driver fanout on the critical path: 1
  – Data arrival time of the critical path: 2.34 ns
  – Cell chain of the critical path: clkdlybuf4s50_1, and2_1, mux4_2, a211oi_2, a21oi_1, clkdlybuf4s50_1
  – Largest incremental delay on the critical path: 0.45 ns
  – Data required time at the worst endpoint: 2.40 ns
  – Kind of capture point of the worst setup path: primary output
  – Sort of element at the start of the critical path: input pin
  – Number of buffer and inverter stages on the critical path: 2

Final timing
  – Setup total negative slack: 0 ns
  – Pins Over Slew Limit: 0
  – Number of setup violations in the final report: 0
  – Post-route worst setup slack: 0.0640 ns
  – Final period util: 0.979
  – Slew at the pin closest to its max-slew limit: 0.306 ns
  – Min cycle time layout: 2.94 ns
  – Max Freq: 341 MHz
  – Final hold violation count: 0
  – Worst rel slew slack: 0.796

Die
  – Chip width: 80 um
  – Die area: 6400 um2
  – Number of rows created at floorplan: 21
  – Die Ht: 80 um
  – I/O pin total: 72
  – Core Footprint: 3420 um2
  – Core Density at Floorplan: 0.221

Finish
  – Relative area change from synthesis to final layout: 125%
  – Share of cells above drive strength 1: 0.223
  – Flop count: 0
  – Clock buffers: 0
  – Number of inserted filler cells in the final layout: 323
  – Gate Area: 696 um2
  – Combined flip-flop and latch cell area: 0 um2

Placement
  – Port Buffer Count: 72
  – HPWL after detailed placement: 2940 um
  – Setup Slack @ Placement: -0.265 ns
  – RD Place Congestion: 0.888

Power
  – Pwr Density: 131 nW/um2
  – Worst IR Drop VDD: 0.0479 mV
  – P_leak: 0.684 nW

Run
  – Total tool warning count: 32
  – Maximum capacitance violations: 0

Run status
  – Status: completed

Min path
  – Worst hold path type: in2out

Clocking
  – Number of buffers added to fix hold violations after cts: 0
## report_power, final
group | total, mW | internal [mW] | switching (mW)
combinational | 0.222 | 0.154 | 0.0685
clock | 0 | 0 | 0
sequential | 0 | 0 | 0
## metal layers
metal / wire length, um / share of wire
met3: 360 / 0.11
met2: 1420 / 0.41
met4: 0 / 0
met1: 1640 / 0.48
met5: 0 / 0
## area by class of cell
| class | count | share of cell area |
|---|---|---|
| well taps | 46 | 0.0338 |
| repair buffers | 98 | 0.549 |
| inverters | 4 | 0.00882 |
| multi-input cells | 82 | 0.409 |
## metrics by stage
step / power, mW / instances / cell area, um2 / hold WS [ns] / util
floorplan: 0.0810 / 94 / 756 / 1.34 / -
global placement: 0.219 / 226 / 1660 / 2.25 / 0.486
detailed placement: 0.219 / 226 / 1660 / 2.25 / 0.486
CTS: 0.221 / 229 / 1690 / 2.05 / 0.496
global route: 0.242 / 230 / 1700 / 1.92 / 0.499
finish: 0.222 / 230 / 1700 / 1.88 / 0.499
## kinds of logic after synthesis
kind of cell,share of synthesized area
buffers and inverters,0.104
and+or+nand+nor,0.285
muxes,0.313
AOI/OAI and AO/OA,0.298
## final timing paths
path,depth (start not counted),slack (ns),end,from
max,6,0.06,result[3],x15[3]
min,3,1.88,result[3],sel[3]
## tightest hold or removal path: stages
cell                              delay (ns)
sky130_fd_sc_hd__clkbuf_2               0.18
sky130_fd_sc_hd__a21oi_1                0.08
sky130_fd_sc_hd__clkdlybuf4s50_1        0.42
## cells in the final DEF (no fill, tap or decap), types with 2 or more instances in the layout
cell,instances
sky130_fd_sc_hd__nor3b_1,2
sky130_fd_sc_hd__o21ai_1,2
sky130_fd_sc_hd__a21oi_1,3
sky130_fd_sc_hd__dlygate4sd2_1,3
sky130_fd_sc_hd__a22oi_1,2
sky130_fd_sc_hd__mux4_1,2
sky130_fd_sc_hd__or3_1,2
sky130_fd_sc_hd__nor2_1,2
sky130_fd_sc_hd__and2_1,3
sky130_fd_sc_hd__mux4_2,3
sky130_fd_sc_hd__a211oi_2,2
sky130_fd_sc_hd__mux2i_1,9
sky130_fd_sc_hd__clkbuf_2,3
sky130_fd_sc_hd__a211oi_1,3
sky130_fd_sc_hd__buf_4,19
sky130_fd_sc_hd__buf_12,2
sky130_fd_sc_hd__nor3_1,4
sky130_fd_sc_hd__nand2b_1,4
sky130_fd_sc_hd__inv_1,4
sky130_fd_sc_hd__nand3b_1,3
sky130_fd_sc_hd__a32oi_1,3
sky130_fd_sc_hd__o22ai_1,2
sky130_fd_sc_hd__buf_6,4
sky130_fd_sc_hd__clkdlybuf4s50_1,66
sky130_fd_sc_hd__o21ai_0,4
sky130_fd_sc_hd__nand2_1,5
## timing repair
action                     4_1_cts  5_1_grt
pin swaps                        2        2
setup endpoints to repair        4        2
cloned                           1        0
gates resized                   12       11
setup buffers                    2        1
Power and IR drop assume default switching activity.
